## ./constraint.sdc

```tcl
current_design RegFile

set clk_period 16.9
set clk_io_pct 0.2

create_clock -name clk0 -period $clk_period [get_ports {clk}]

set non_clock_inputs [all_inputs -no_clocks]
set_input_delay [expr $clk_period * $clk_io_pct] -clock clk0 $non_clock_inputs
set_output_delay [expr $clk_period * $clk_io_pct] -clock clk0 [all_outputs]
```

## ./run.sh

```bash
#!/bin/bash
# OpenROAD 26Q1-2900-gdf79404cd8, Yosys 0.63+post, stock flow scripts
make -C /OpenROAD-flow-scripts/flow DESIGN_CONFIG=/design/flow/config.mk WORK_HOME=/design/flow/orfs finish
```

## ./config.mk

```make
export PLATFORM = sky130hd
export DESIGN_NAME = RegFile
export DESIGN_NICKNAME = RegFile
export VERILOG_FILES = /design/flow/design.v
export SDC_FILE = /design/flow/constraint.sdc
export NUM_CORES = 4
export LEC_CHECK = 1
export CORE_UTILIZATION = 40
```

## ./design.v

```verilog
module RegFile(clk, rst, R_Addr_A, R_Addr_B, W_Addr, W_Data, Write_Reg, R_Data_A, R_Data_B);
    input[4:0] R_Addr_A, R_Addr_B, W_Addr;
    input[31:0] W_Data;
    input Write_Reg, clk, rst;
    output[31:0] R_Data_A, R_Data_B;
    reg[31:0] REG_Files[0:31];
    integer i;
    assign R_Data_A = REG_Files[R_Addr_A];
    assign R_Data_B = REG_Files[R_Addr_B];
    always@(posedge clk or posedge rst)
    begin
        if(rst)
            for(i=0; i<32; i=i+1)
                REG_Files[i] <= 0;
        else
        begin
            if(Write_Reg)
                REG_Files[W_Addr] <= W_Data;
        end
    end
endmodule
```

==> run notes <==
The flow completed. Via count of the first global-routing pass landed at 44740. Counting flops per register, the top entry is REG_Files. The worst setup path is captured at an output port. In this run, CTS created clock tree buffers numbering 113. Number of cells in the yosys synthesis report landed at 4395. Number of rows in the core area landed at 131. The vertical die dimension reported for this design is 360.3 um. Post-cts sizing count landed at 0. The number of antenna violations at the first check in global routing came to 17.

In this run the cell area of the synthesized design comes to 51350 um^2. Number of failing setup endpoints in the final timing report landed at 0. The final timing report lists a hold violation count of 0. The script extracted a total leakage power of 25.51 nW. Routability-driven placement congestion ratio landed at 1.117. Hold-fix buffer count after cts landed at 0. Across all setup checks in the final design, the least slack found is 5.431 ns. Total grt overflow landed at 0. As reported, the later end of the worst-skew pair has a clock insertion delay of 0.75 ns. At the pin with the least slew margin, the transition time is 1.166 ns. STA classifies the critical path startpoint as a primary input. Number of max-slew violations in the final report landed at 0. The first detailed-routing pass took 9 iterations.

In this run the layout overhead on the synthesized area is reported as 14.93%. Floorplan utilization landed at 40.27%. In the finished design, the share of the clock period the worst path needs comes to 67.86%. Count of max-cap constraint violations landed at 0.

Per the synth stats, the proportion of register bits with asynchronous set or reset is 100.0%. TritonCTS built the clock tree. Worst clock skew landed at 0 ns. OpenSTA, run right after detailed placement, puts the worst setup slack at 5.768 ns. Once detail routing completed, the nets flagged for antenna violations numbered 0. Data on the critical path arrives at its endpoint at 8.09 ns.

For this design, the slowest cell found on the critical path is sky130_fd_sc_hd__nand3b_1. The kind of cell with the highest combined delay along the critical path is simple AND/OR/NAND/NOR gates. The register with the most flip-flops in the layout has 1024 of them. Post-CTS setup repair buffer count landed at 0. Number of remaining DRC errors landed at 0. Number of port buffers landed at 113. Core box area landed at 127500 um^2.

The warning tally printed by Yosys for this design is 2. Time the final worst path needs with I/O delays and setup landed at 11.47 ns. Number of I/O pins landed at 114.

Stage-log warning count landed at 30. In the synthesized netlist, the number of instances is 4395. The synthesis report names the predominant flop master as sky130_fd_sc_hd__dfrtp_1. Number of synthesized register bits landed at 1024. Maximum single-stage delay on the critical path landed at 0.84 ns. Clock transition at the registers of the reported paths landed at 0.06 ns. The tree is rooted in a sky130_fd_sc_hd__clkbuf_16. Detail-routed via count per cell landed at 7.361. For the worst setup path, the data required time is 13.52 ns. Power per cell area landed at 120.4 nW/um^2.

Post-synthesis sequential area ratio landed at 49.90%. Wire length of the first global-routing pass landed at 379.5 mm. Largest fanout on the critical path landed at 31. The CTS log lists the clock sinks for this run as 1024. Summed over all layers, the routed wires come to 278.6 mm. Measured against its own limit, the worst slew margin works out to 22.07%. Worst supply voltage drop on vdd landed at 0.08505 mV.

The tightest min-delay check is of the flip-flop to flip-flop type. Detailed-route wire length per cell landed at 45.02 um. In this design, the critical path's most frequently occurring cell is sky130_fd_sc_hd__buf_4.

Count of filler cells inserted in the layout landed at 11480. Maximum count of clock buffers along a single path landed at 3. Number of library cell types mapped by synthesis landed at 63. The synthesized netlist has a Yosys-reported chip area of 51350 um^2. The largest registers in the layout are REG_Files (1024). Listed in order, past its start point the critical path passes buf_2 -> buf_4 -> buf_4 -> nand3b_1 -> nor2_4 -> buf_4 -> a22oi_1 -> nand4_1 -> nor4_1 -> nor2_1 -> clkdlybuf4s50_1. For this block, the initial DRC count from the detailed router was 6288. Combinational gate area landed at 24560 um^2. Overall die width landed at 360.3 um. The flow ran to the end, and the final reports show no timing, DRC or antenna violations.

Setup repair after global routing left no endpoint under its margin. Area used by sequential logic in the layout landed at 25620 um^2. The finished layout holds 6188 standard cells, fillers aside. Number of levels the H-tree was split into landed at 3.

Fraction of final layout cells with drive strength greater than 1 landed at 34.59%. Each instance of the synthesized netlist takes up on average 11.68 um^2. The post-synth count of flops with an enable pin is 0.

Post-placement cell count landed at 5966. Number of vias after detailed routing landed at 45550. Detailed placer's ending HPWL landed at 169.5 mm. Largest net degree at the start of global routing landed at 111. Upper clock frequency limit landed at 87.19 MHz.

Overall routing resource usage recorded by global route was 44.41%. The script reports the combined buffer and inverter count of the critical path as 5. The die covers 129800 um^2. The worst setup path is of the primary input to output port kind.
==> stage by stage <==
step / utilization (%) / area (um^2) / TNS (ns) / hold WS (ns) / total power, mW
floorplan: - / 51350 / -608.19 / 0.4874 / 3.900
detailed placement: 43.22 / 55110 / 0 / 0.5141 / 4.456
finish: 46.28 / 59020 / 0 / 0.5240 / 7.105
CTS: 46.25 / 58980 / 0 / 0.5268 / 7.060
global route: 46.25 / 58980 / 0 / 0.5441 / 7.297
global placement: 43.22 / 55110 / 0 / 0.5032 / 4.442
==> cells in the final DEF, fill, tap and decap left out, types with 13 or more instances in the layout <==
cell type and instances:
sky130_fd_sc_hd__mux2_2 1031, sky130_fd_sc_hd__dfrtp_1 1024, sky130_fd_sc_hd__a22oi_1 756, sky130_fd_sc_hd__nand2_1 227, sky130_fd_sc_hd__buf_4 226, sky130_fd_sc_hd__clkbuf_16 113, sky130_fd_sc_hd__clkdlybuf4s50_1 107, sky130_fd_sc_hd__nor2_1 101
sky130_fd_sc_hd__nand4_1 90, sky130_fd_sc_hd__a21oi_1 84, sky130_fd_sc_hd__nor2_4 73, sky130_fd_sc_hd__nor3_1 71, sky130_fd_sc_hd__nand3_1 50, sky130_fd_sc_hd__mux2i_1 47, sky130_fd_sc_hd__a22o_1 43, sky130_fd_sc_hd__nor4_1 36
sky130_fd_sc_hd__a221oi_1 30, sky130_fd_sc_hd__clkinv_2 27, sky130_fd_sc_hd__o21ai_0 25, sky130_fd_sc_hd__a32oi_1 24, sky130_fd_sc_hd__a31oi_1 24, sky130_fd_sc_hd__clkbuf_8 21, sky130_fd_sc_hd__clkbuf_1 19, sky130_fd_sc_hd__nor2b_1 18
sky130_fd_sc_hd__o32a_1 15, sky130_fd_sc_hd__nand2b_1 14, sky130_fd_sc_hd__a222oi_1 14, sky130_fd_sc_hd__diode_2 13, sky130_fd_sc_hd__nand2_2 13, sky130_fd_sc_hd__bufinv_16 13
==> cell families after synthesis <==
| logic type | after synthesis | synth area share (%) |
|---|---|---|
| buffers and inverters | 437 | 3.492 |
| AOI/OAI and AO/OA | 1074 | 15.62 |
| muxes | 1084 | 23.68 |
| DFF | 1024 | 49.90 |
| and+or+nand+nor | 776 | 7.312 |
==> worst paths after layout <==
path	from	end	slack, ns	cells after the start
setup / recovery	R_Addr_B[2]	R_Data_B[10]	5.43	11
hold reg to reg	REG_Files[24][27]	REG_Files[24][27]	0.52	1
min in group asynchronous	rst	REG_Files[31][1]	3.16	3
setup reg to reg	REG_Files[9][17]	REG_Files[9][17]	15.96	1
hold / removal	REG_Files[24][27]	REG_Files[24][27]	0.52	1
max in group asynchronous	rst	REG_Files[17][17]	10.28	7
==> power breakdown <==
group / internal (mW) / switching, mW / total, mW
clock: 1.52 / 1.10 / 2.62
combinational: 0.532 / 0.494 / 1.03
sequential: 2.93 / 0.530 / 3.46
total: 4.98 / 2.13 / 7.11
==> Yosys cell counts (19+ instances only) <==
library cell,number,share of area (%)
sky130_fd_sc_hd__a22o_1,43,0.73
sky130_fd_sc_hd__nand3_1,54,0.53
sky130_fd_sc_hd__nand2_1,240,1.8
sky130_fd_sc_hd__nor2_1,170,1.2
sky130_fd_sc_hd__a221oi_1,30,0.51
sky130_fd_sc_hd__dfrtp_1,1024,50
sky130_fd_sc_hd__mux2_2,1031,23
sky130_fd_sc_hd__nor3_1,73,0.71
sky130_fd_sc_hd__clkbuf_1,262,1.9
sky130_fd_sc_hd__nand4_1,90,1.1
sky130_fd_sc_hd__nor4_1,36,0.44
sky130_fd_sc_hd__a31oi_1,24,0.29
sky130_fd_sc_hd__a32oi_1,24,0.41
sky130_fd_sc_hd__o21ai_0,25,0.24
sky130_fd_sc_hd__mux2i_1,47,0.92
sky130_fd_sc_hd__nor2b_1,19,0.23
sky130_fd_sc_hd__a21oi_1,84,0.82
sky130_fd_sc_hd__a22oi_1,756,11
sky130_fd_sc_hd__buf_1,66,0.48
sky130_fd_sc_hd__buf_2,95,0.93
==> cell type report <==
cell class / count / share of cell area [%]
Antenna cell: 13 / 0.05512
Clock inverter: 56 / 1.162
Timing Repair Buffer: 339 / 4.766
Multi-Input combinational cell: 2934 / 41.62
Tap cell: 1662 / 3.524
Inverter: 7 / 0.05088
Sequential cell: 1024 / 43.42
Clock buffer: 153 / 5.402
==> metal layers <==
layer / vias up / track usage [%] / part of all wire [%]
li1: 16910 / - / -
met1: 22680 / 55.33 / 35
met2: 4405 / 56.35 / 38
met3: 1508 / 29.54 / 17
met4: 43 / 27.66 / 8.9
met5: - / 4.107 / 0.31
Power and IR drop assume default switching activity.
