==> design.v <==
module Controller(OP, func, ZF, w_r_s, imm_s, rt_imm_s, wr_data_s, ALU_OP, Write_Reg, Mem_Write, PC_s);
    input[5:0] OP, func;
    input ZF;
    output reg imm_s, rt_imm_s, Write_Reg, Mem_Write;
    output reg[1:0] w_r_s, wr_data_s, PC_s;
    output reg[2:0] ALU_OP;
    always @(*)
    begin
        w_r_s = 2'b00;
        imm_s = 0;
        rt_imm_s = 0;
        wr_data_s = 2'b00;
        ALU_OP = 3'b000;
        Write_Reg = 0;
        Mem_Write = 0;
        PC_s = 2'b00;
        case(OP)
            6'b000000:
            begin
                case(func)
                    6'b100000: begin ALU_OP = 3'b100; Write_Reg = 1; end
                    6'b100010: begin ALU_OP = 3'b101; Write_Reg = 1; end
                    6'b100100: begin ALU_OP = 3'b000; Write_Reg = 1; end
                    6'b100101: begin ALU_OP = 3'b001; Write_Reg = 1; end
                    6'b100110: begin ALU_OP = 3'b010; Write_Reg = 1; end
                    6'b100111: begin ALU_OP = 3'b011; Write_Reg = 1; end
                    6'b101011: begin ALU_OP = 3'b110; Write_Reg = 1; end
                    6'b000100: begin ALU_OP = 3'b111; Write_Reg = 1; end
                    6'b001000: PC_s = 2'b01;  
                endcase
            end
            6'b001000:  
            begin
                w_r_s = 2'b01;
                imm_s = 1;
                rt_imm_s = 1;
                ALU_OP = 3'b100;
                Write_Reg = 1;
            end
            6'b001100:  
            begin
                w_r_s = 2'b01;
                rt_imm_s = 1;
                ALU_OP = 3'b000;
                Write_Reg = 1;
            end
            6'b001110:  
            begin
                w_r_s = 2'b01;
                rt_imm_s = 1;
                ALU_OP = 3'b010;
                Write_Reg = 1;
            end
            6'b001011:  
            begin
                w_r_s = 2'b01;
                rt_imm_s = 1;
                ALU_OP = 3'b110;
                Write_Reg = 1;
            end
            6'b100011:  
            begin
                w_r_s = 2'b01;
                imm_s = 1;
                rt_imm_s = 1;
                wr_data_s = 2'b01;
                ALU_OP = 3'b100;
                Write_Reg = 1;
            end
            6'b101011:  
            begin
                imm_s = 1;
                rt_imm_s = 1;
                ALU_OP = 3'b100;
                Mem_Write = 1;
            end
            6'b000100:  
            begin
                imm_s = 1;
                ALU_OP = 3'b101;
                PC_s = ZF ? 2'b10 : 2'b00;
            end
            6'b000101:  
            begin
                imm_s = 1;
                ALU_OP = 3'b101;
                PC_s = ZF ? 2'b00 : 2'b10;
            end
            6'b000010:  
            begin
                PC_s = 2'b11;
            end
            6'b000011:  
            begin
                w_r_s = 2'b10;
                wr_data_s = 2'b10;
                Write_Reg = 1;
                PC_s = 2'b11;
            end
        endcase
    end
endmodule
==> run.sh <==
#!/bin/bash
# OpenROAD 26Q1-2900-gdf79404cd8, Yosys 0.63+post, stock flow scripts
make -C /OpenROAD-flow-scripts/flow DESIGN_CONFIG=/design/flow/config.mk WORK_HOME=/design/flow/orfs finish
==> config.mk <==
export PLATFORM = sky130hd
export DESIGN_NAME = Controller
export DESIGN_NICKNAME = Controller
export VERILOG_FILES = /design/flow/design.v
export SDC_FILE = /design/flow/constraint.sdc
export NUM_CORES = 4
export LEC_CHECK = 1
export CORE_AREA = 10 10 70 70
export DIE_AREA = 0 0 80 80
==> constraint.sdc <==
current_design Controller

set clk_period 3.3
set clk_io_pct 0.2

create_clock -name clk0 -period $clk_period

set non_clock_inputs [all_inputs -no_clocks]
set_input_delay [expr $clk_period * $clk_io_pct] -clock clk0 $non_clock_inputs
set_output_delay [expr $clk_period * $clk_io_pct] -clock clk0 [all_outputs]
==> impl_metrics.tcl <==
# flow metrics
set metrics [dict create \
    max_slew_margin_pct 72.9 \
    synthSimpleGateAreaFrac_pct 58.0 \
    ys_area_um2 405 \
    worstMarginPinSlew_ns 0.403 \
    grt.overflow.total 0 \
    required_ns 2.64 \
    drive_gt1_share_pct 17.5 \
    flop-count 0 \
    die_w_um 80 \
    area_growth_syn_to_layout_pct 96.0 \
    ir_drop_mv 0.0470 \
    syn_inst 64 \
    yosysUniqueCellTypes 30 \
    grt_max_degree 11 \
    fin_total_pwr_uw 71.9 \
    holdWs_ns 2.16 \
    avgSynthCellArea_um2 6.33 \
    clockBufferCount 0 \
    die-area_mm2 0.00640 \
    design_area_um2 795 \
    crit_path_start_kind "input port" \
    topCellsByArea "nor2_1 9.3%, xor2_1 6.5%, nand2b_1 6.2%" \
    drv_slew 0 \
    portBuffers 26 \
    crit_type "in2out" \
    leakagePower_uw 0.000305 \
    min_path_type "in2out" \
    vias 564 \
    dp.cells 143 \
    rows 21 \
    synth.most_common_cell "nor2_1" \
    status "completed" \
    xor_share_pct 6.48 \
    logic_family "simple AND/OR/NAND/NOR gates" \
    grt_pass1_wl_mm 2.64 \
    min_period_over_period_pct 98.0 \
    setup_viol 0 \
    ys_sh_adder_pct 0 \
    drtIter0Drc 46 \
    wl_mm 1.59 \
    fp_util_pct 11.9 \
    critPathArrivalTime_ns 2.57 \
    ant_nets 0 \
    postPlaceCellArea_um2 785 \
    netlist_area_um2 405 \
    mux_area_share_pct 0 \
    regArea_um2 0 \
    dp_hpwl_mm 1.35 \
    coreArea_mm2 0.00342 \
    wl_per_cell_um 11.1 \
    maxCapViolations 0 \
    antennaDiodeCount 0 \
    grtUsageTotal_pct 4.96 \
    rsz0062_at_grt "no" \
    layoutNonFillerInstCount 143 \
    setup_ws_ns 0.0676 \
    top_area_share_pct 9.26 \
    globalplace.congestion 0.778 \
    grt_pass1_vias 603 \
    synthAoiAreaFrac_pct 31.2 \
    drt-pass1-iter-count 4 \
    fmax_ghz 0.309 \
    critPathCaptureType "output pin" \
    yosysWarnings 1 \
    hold_buffers 0 \
    power_density_mw_per_mm2 90.5 \
    drc 0 \
    dp_slack_ns -0.0296 \
    via_per_inst 3.94 \
    ys_seq_share_pct 0 \
    yosys_cells 64 \
    warnings 32 \
    worstPathMaxFanout 5 \
    antenna_found_initial 0 \
    die_height_um 80 \
    ios 26 \
    synth_top_cell_by_area "nor2_1" \
    fin_crit_ns 3.23 \
    hold_viol 0 \
]
-- routing by layer --
metal	vias up	share of wire, %	track usage [%]
met5	-	0	0
met4	0	0	0
met3	0	7.1	1.25
met2	17	43	8.03
met1	246	49	6.86
li1	301	-	-
-- per-stage QoR --
| stage | TNS, ns | utilization, % |
|---|---|---|
| floorplan | 0 | - |
| global placement | 0 | 23.0 |
| global route | 0 | 23.3 |
| finish | 0 | 23.3 |
| detailed placement | -0.0296 | 23.0 |
| CTS | 0 | 22.9 |
-- what timing repair did --
action | in CTS | in global routing
buffers inserted | 0 | 0
cloned | 0 | 0
setup endpoints to repair | 1 | 2
resized | 1 | 3
pin swaps | 0 | 1
-- cell usage in the layout (no fill, tap or decap), drive strengths merged --
master and n:
or3b 2, nor4b 1, a21oi 4, a2111oi 1
nor3 4, o21ai 4, nand2 4, xor2 3
a211oi 1, nand2b 5, dlymetal6s2s 1, o21a 2
o31ai 1, a21o 1, o22ai 1, dlygate4sd2 1
nand3b 1, nor3b 2, nor2b 4, nor2 10
and2b 1, nand4b 2, or2 1, buf 10
a2bb2oi 2, a31oi 1, nand3 1, clkdlybuf4s50 24
or3 1, inv 1
-- kinds of logic after synthesis --
| group | after synthesis |
|---|---|
| buffers and inverters | 4 |
| xor gates and xnor gates | 3 |
| AOI/OAI and AO/OA | 18 |
| and+or+nand+nor | 39 |
-- worst paths after layout --
| kind | to | cells after the start | from |
|---|---|---|---|
| max | ALU_OP[2] | 6 | OP[5] |
| min | wr_data_s[0] | 3 | OP[3] |
-- cell type report --
type	count	area, um^2
multi-input cells	60	397
inverters	1	3.75
repair buffers	36	337
fillers	404	2620
well taps	46	57.6
-- worst max-delay path: stages --
cell             delay [ns]
clkdlybuf4s50_1        0.44
or3_4                  0.40
or2_4                  0.26
nand2b_4               0.15
o22ai_2                0.18
clkdlybuf4s50_1        0.48
-- power breakdown --
group	total (uW)	internal [uW]	switching, uW
Combinational	71.9	42.2	29.8
Clock	0	0	0
Sequential	0	0	0
No activity file was given, so power comes from the tool's default toggle rates.
