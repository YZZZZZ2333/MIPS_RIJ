==> run.sh <==
#!/bin/bash
# OpenROAD 26Q1-2900-gdf79404cd8, Yosys 0.63+post, stock flow scripts
make -C /OpenROAD-flow-scripts/flow DESIGN_CONFIG=/design/flow/config.mk WORK_HOME=/design/flow/orfs finish
==> config.mk <==
export PLATFORM = sky130hd
export DESIGN_NAME = ALU
export DESIGN_NICKNAME = ALU
export VERILOG_FILES = /design/flow/design.v
export SDC_FILE = /design/flow/constraint.sdc
export NUM_CORES = 4
export LEC_CHECK = 1
export CORE_UTILIZATION = 30
==> constraint.sdc <==
current_design ALU

set clk_period 14.9
set clk_io_pct 0.2

create_clock -name clk0 -period $clk_period

set non_clock_inputs [all_inputs -no_clocks]
set_input_delay [expr $clk_period * $clk_io_pct] -clock clk0 $non_clock_inputs
set_output_delay [expr $clk_period * $clk_io_pct] -clock clk0 [all_outputs]
==> design.v <==
module ALU
#(parameter AND=0,OR=1,XOR=2,NOR=3,ADD=4,SUB=5,SLT=6,SLL=7)
(ALU_OP, A, B, F, OF, ZF);
    input[2:0] ALU_OP;
    input[31:0] A, B;
    output reg[31:0] F;
    output reg OF, ZF;
    reg C32;
    always@*
    begin
        OF = 0;
        C32 = 0;
        case(ALU_OP)
            AND: F = A & B;
            OR : F = A | B;
            XOR: F = A ^ B;
            NOR: F = ~(A | B);
            ADD: begin {C32,F} = A + B; OF = A[31] ^ B[31] ^ C32 ^ F[31]; end
            SUB: begin {C32,F} = A - B; OF = A[31] ^ B[31] ^ C32 ^ F[31]; end
            SLT: F = A<B? 1 : 0;
            SLL: F = B << A;
            default: F = A & B;
        endcase
        ZF = F==0? 1 : 0;
    end
endmodule
==> impl_metrics.ini <==
; synthesis and place-and-route metrics
[run_status]
status = finished, final reports clean

[sta]
drv_slew = 0
tns_ns = 0
max_freq_mhz = 84.19
worst_pin_slew_ns = 0.8325
rsz0062_at_grt = false
hold_viol = 0
slew_headroom = 0.4362
min_period_ns = 11.88
setup_viol = 0
hold_ws_ns = 7.140
period_used_share = 0.7972

[synth]
ys_sh_simple = 0.2389
aoi_share = 0.3683
top_cells_by_area = ha_1 (16%), a21oi_1 (6.4%), nor2_1 (5.8%)
yosys.area.top_type = ha_1
mux_area_frac = 0.1176
synth_top_area_share = 0.1579
synth_warnings = 1
ys_area_um2 = 8004
xor_area_frac = 0.02407
ys_sh_adder = 0.1629
ys_cells = 1207
synth_seq_share = 0
synth_cell_type_count = 86
ys_top_logic_family = AND-OR/OR-AND gates
syn_area_um2 = 8004
synthCells = 1207
postSynthAreaPerCell_um2 = 6.631

[grt]
use_met1 = 0.4322
grt_pass1_wl_mm = 56.98
grtUsageMet3 = 0.04558
grt_antenna_before_repair = 0
grt_max_degree = 57
busiest_layer = met1
grt_pass1_vias = 8909
track_usage = 0.2842
grt_use_met2 = 0.4173
overflow = 0

[die]
chipWidth_um = 165.3
rows = 59
io_pins = 101
dieArea_um2 = 27340
initCoreUtil = 0.3063
coreArea_um2 = 26130
die_y_um = 165.3

[worst_setup_path]
crit_arrival_ns = 8.90
crit_end = ZF
required_ns = 11.92
critPathLaunchType = input pin
crit_type = in2out
cp_top_family = AND-OR/OR-AND gates
cp.depth = 16
crit_path_cell_trace = clkdlybuf4s50_1, buf_4, inv_1, ha_1, a21o_1, a21oi_1, a21oi_1, o41ai_1, o41ai_1, xor2_1, a211oi_1, o221ai_1, nor4b_1, or4b_1, nor4_2, clkdlybuf4s50_1
crit_fanout = 36
crit_buf_inv = 4
worstSetupEndpointType = primary output
worstSetupStartpoint = A[3]
worst_path_max_delay_cell = ha_1
crit_path_max_incr_delay_ns = 0.67

[pwr]
powerDensity_nw_per_um2 = 40.62
ir_drop_mv = 0.01979
leakage_nw = 3.988

[detailed_routing]
antenna_cells = 0
routed_via_density = 6.205
first_pass_iters = 25
wl_per_cell_um = 24.19
route.antenna.remaining_nets = 0
drt_iter0_drc = 1110
vias = 9797
route.detailed.drc = 0
wl_mm = 38.20

[clock_tree]
post-cts-setup-buffer-count = 0
hold_buffers = 0
cts_resized = 0

[layout]
final_cell_count_no_fill = 1579
final_layout_size_suffix_gt1_frac = 0.06270
clockBufferCount = 0
area_growth_pct = 15.04
final-seq-area_um2 = 0
finish.utilization = 0.3523
nFillCells = 2823
ff_count = 0

[job]
cap_violations = 0
warning_count = 101

[worst_hold_path]
min_path_type = in2out

[place]
portBuffers = 101
dp_cells = 1579
dp_hpwl_mm = 30.90
gp_congestion = 1.048
## cell families (layout without fill, tap and decap cells)
logic type / count (synthesis) / count (layout)
simple gates: 406 / 406
mux: 67 / 67
compound gates: 428 / 428
xor+xnor: 22 / 22
fa+ha+maj: 103 / 103
buf+inv: 181 / 218
## final cells by class
class | count | area (µm²) | area share
repair buffers | 116 | 1109 | 0.1204
multi-input cells | 1026 | 7297 | 0.7925
well taps | 335 | 419.2 | 0.04552
inverters | 102 | 382.9 | 0.04158
## where the power goes
| part | internal, W | switching [W] | total (W) |
|---|---|---|---|
| clock network | 0 | 0 | 0 |
| registers | 0 | 0 | 0 |
| logic | 0.000148 | 0.000226 | 0.000374 |
## routing by layer
layer | share of wire | up-vias
li1 | - | 4568
met1 | 0.45 | 4647
met2 | 0.43 | 521
met3 | 0.098 | 61
met4 | 0.025 | 0
met5 | 0 | -
## stage by stage
| stage | cell area [µm²] | total power (W) | worst slack [ns] |
|---|---|---|---|
| CTS | 9208 | 0.0003644 | 3.235 |
| finish | 9208 | 0.0003740 | 3.022 |
| floorplan | 8004 | 0.0002229 | 4.720 |
| detailed placement | 9208 | 0.0003622 | 3.248 |
| global placement | 9208 | 0.0003654 | 3.150 |
| global route | 9208 | 0.0004012 | 2.853 |
## synthesized netlist by cell type, types with 9 or more instances
| master | instances |
|---|---|
| ha_1 | 101 |
| o21bai_1 | 9 |
| o211ai_1 | 26 |
| o211a_1 | 18 |
| buf_2 | 10 |
| nor3_1 | 34 |
| o31ai_1 | 14 |
| nor2b_1 | 12 |
| nand2_1 | 112 |
| buf_1 | 9 |
| nand2b_1 | 13 |
| a21o_1 | 19 |
| nor4_1 | 15 |
| mux4_2 | 20 |
| a311oi_1 | 10 |
| o21ai_0 | 71 |
| o21ai_1 | 10 |
| mux2_2 | 14 |
| xnor2_1 | 20 |
| o22ai_1 | 15 |
| a21oi_1 | 102 |
| inv_1 | 98 |
| nor2_1 | 124 |
| mux2i_1 | 31 |
| nand3_1 | 31 |
| a211oi_1 | 13 |
| nand4_1 | 9 |
| clkbuf_1 | 57 |
| and3_1 | 14 |
| o21a_1 | 11 |
| a31oi_1 | 17 |
## cells in the final DEF (no fill, tap or decap), drive strengths merged, types with 14 or more instances in the layout
cell	count
nand2	112
inv	101
clkdlybuf4s50	98
a31oi	18
nor4	16
and3	14
ha	101
o22ai	15
buf	18
nor3	34
a21o	19
mux2i	31
nor2	125
xnor2	20
o31ai	14
a21oi	102
o21ai	82
o211a	18
o211ai	26
nand3	31
mux4	20
mux2	16
## worst min path at each step
stage                 startpoint    to  slack (ns)  cells past startpoint
after CTS              ALU_OP[0]  F[7]        7.15                      6
after global routing   ALU_OP[0]  F[7]        7.26                      6
final                  ALU_OP[0]  F[7]        7.14                      6
Power figures rest on the tool's default switching activity, not on a simulated workload.
